==> /design/flow/design.v <==
`default_nettype none
module axis_width_conv
#(
  parameter N = 8,
  parameter M = 3
) (
  input wire          rst,
  input wire          clk,
  output wire         s_axis_tnext,
  input  wire [N-1:0] s_axis_tdata,
  input  wire         s_axis_tfirst,
  input  wire         s_axis_tvalid,
  input  wire         m_axis_tnext,
  output wire [M-1:0] m_axis_tdata,
  output wire         m_axis_tfirst,
  output wire         m_axis_tvalid,
  output wire [15:0]  bit_count
);
  function automatic int gcd (input int a, input int b);
    if (b == 0) return a; else return gcd(b, a % b);
  endfunction : gcd
  function automatic int lcm (input int a, input int b);
    return (a / gcd(a, b)) * b;
  endfunction : lcm
  localparam LCM = lcm(N, M);
  localparam bit KN = (LCM == N);
  localparam bit KM = (LCM == M);
  case ({KN, KM})
    2'b11: begin : x_direct
      assign s_axis_tnext = m_axis_tnext;
      assign m_axis_tdata = s_axis_tdata;
      assign m_axis_tfirst = s_axis_tfirst;
      assign m_axis_tvalid = s_axis_tvalid;
      assign bit_count = 'h0;
    end
    2'b01: begin : x_narrow_wide
      axis_width_conv_narrow_wide #(
        .N(N),
        .M(M))
      u0 (
        .rst           (rst),
        .clk           (clk),
        .s_axis_tnext  (s_axis_tnext),
        .s_axis_tdata  (s_axis_tdata),
        .s_axis_tfirst (s_axis_tfirst),
        .s_axis_tvalid (s_axis_tvalid),
        .m_axis_tnext  (m_axis_tnext),
        .m_axis_tdata  (m_axis_tdata),
        .m_axis_tfirst (m_axis_tfirst),
        .m_axis_tvalid (m_axis_tvalid),
        .bit_count     (bit_count));
    end
    2'b10: begin : x_wide_narrow
      axis_width_conv_wide_narrow #(
        .N(N),
        .M(M))
      u0 (
        .rst           (rst),
        .clk           (clk),
        .s_axis_tnext  (s_axis_tnext),
        .s_axis_tdata  (s_axis_tdata),
        .s_axis_tfirst (s_axis_tfirst),
        .s_axis_tvalid (s_axis_tvalid),
        .m_axis_tnext  (m_axis_tnext),
        .m_axis_tdata  (m_axis_tdata),
        .m_axis_tfirst (m_axis_tfirst),
        .m_axis_tvalid (m_axis_tvalid),
        .bit_count     (bit_count));
    end
    2'b00: begin : x_generic
      axis_width_conv_generic #(
        .N(N),
        .M(M),
        .LCM(LCM))
      u0 (
        .rst           (rst),
        .clk           (clk),
        .s_axis_tnext  (s_axis_tnext),
        .s_axis_tdata  (s_axis_tdata),
        .s_axis_tfirst (s_axis_tfirst),
        .s_axis_tvalid (s_axis_tvalid),
        .m_axis_tnext  (m_axis_tnext),
        .m_axis_tdata  (m_axis_tdata),
        .m_axis_tfirst (m_axis_tfirst),
        .m_axis_tvalid (m_axis_tvalid),
        .bit_count     (bit_count));
    end
  endcase
endmodule : axis_width_conv
`default_nettype wire
`default_nettype none
module axis_width_conv_generic
#(
  parameter N   = 8,
  parameter M   = 3,
  parameter LCM = 24
) (
  input wire          rst,
  input wire          clk,
  output wire         s_axis_tnext,
  input  wire [N-1:0] s_axis_tdata,
  input  wire         s_axis_tfirst,
  input  wire         s_axis_tvalid,
  input  wire         m_axis_tnext,
  output wire [M-1:0] m_axis_tdata,
  output wire         m_axis_tfirst,
  output wire         m_axis_tvalid,
  output wire [15:0]  bit_count
);
  localparam KN      = LCM/N;
  localparam KM      = LCM/M;
  localparam W_SHREG = 2 * LCM;
  localparam W_KN    = $clog2(KN);
  localparam W_KM    = $clog2(KM);
  localparam W_S     = $clog2(W_SHREG);
  localparam KN2     = 2**W_KN;
  localparam KM2     = 2**W_KM;
  initial begin : x_checks
    if (KN*N != LCM) begin
      $error("LCM is not divisible by N");
      $finish;
    end
    if (KM*M != LCM) begin
      $error("LCM is not divisible by N");
      $finish;
    end
    if (KN == 1) begin
      $error("Degenerate case, LCM = N");
      $finish;
    end
    if (KM == 1) begin
      $error("Degenerate case, LCM = M");
      $finish;
    end
    if (W_S > 15) begin
      $error("Possible overflow at bit_count");
      $finish;
    end
  end
  logic [W_S-1:0] wlut [0:(2*KN2-1)];
  initial begin : x_init_wlut
    for (int i = 0; i < 2*KN2; i = i + 1) begin
      automatic logic page = i[W_KN];
      if (i[W_KN-1:0] >= KN) begin
        wlut[i] = (1+page)*LCM - 1;
      end else begin
        wlut[i] = (0+page)*LCM + (i[W_KN-1:0]+1) * N - 1;
      end
    end
  end
  logic [W_S-1:0] rlut [0:(2*KM2-1)];
  initial begin : x_init_rlut
    for (int i = 0; i < 2*KM2; i = i + 1) begin
      automatic logic page = i[W_KM];
      if (i[W_KM-1:0] >= KM) begin
        rlut[i] = (1+page)*LCM - 1;
      end else begin
        rlut[i] = (0+page)*LCM + (i[W_KM-1:0]+1) * M - 1;
      end
    end
  end
  typedef struct packed {
    logic              wr_ext;
    logic              rd_ext;
    logic              wr_page;
    logic              rd_page;
    logic [W_KN-1:0]   wr_ptr;
    logic [W_KM-1:0]   rd_ptr;
    logic [2*LCM-1:0]  rshift;
    logic [1:0]        rfirst;
    logic              frame_error;
    logic              tfirst;
    logic [N-1:0]      tdata;
    logic              tnext;
    logic [W_S:0]      bitcnt;
  } register_t;
  localparam register_t RES_register = '{
    wr_ext : 1'b1,
    rd_ext : 1'b1,
    wr_page : 1'b1,
    rd_page : 1'b1,
    wr_ptr  : KN-1,
    rd_ptr  : KM-1,
    rshift : {(2*LCM){1'b0}},
    rfirst : 2'b00,
    frame_error : 1'b0,
    tfirst : 1'b0,
    tdata : {N{1'b0}},
    tnext : 1'b0,
    bitcnt : {(W_S+1){1'b0}}
  };
  register_t r;
  register_t rin;
  logic [W_S-1:0] s_wr_ptr;
  assign s_wr_ptr = wlut[{r.wr_page, r.wr_ptr}];
  logic [W_S-1:0] s_rd_ptr;
  assign s_rd_ptr = rlut[{r.rd_page, r.rd_ptr}];
  logic           s_full;
  assign s_full   = (r.wr_ext != r.rd_ext) && (r.wr_page == r.rd_page);
  logic           s_empty;
  assign s_empty  = (r.wr_ext == r.rd_ext) && (r.wr_page == r.rd_page);
  logic s_frame_error;
  always_comb begin : x_comb
    automatic register_t v;
    v = r;
    v.tnext  = (s_axis_tvalid && !s_full);
    v.tdata  = s_axis_tdata;
    v.tfirst = s_axis_tfirst;
    if (v.tnext) begin
      v.rshift[s_wr_ptr-:N] = v.tdata;
      if (r.wr_ptr == KN-1) begin
        v.frame_error = 1'b0;
        v.rfirst[r.wr_page] = v.tfirst;
      end else if (v.tfirst) begin
        v.frame_error = 1'b1;
      end
      if (r.wr_ptr == 0) begin
        v.wr_ptr = KN-1;
        v.wr_page = ~r.wr_page;
        if (r.wr_page == 1'b0) begin
          v.wr_ext = ~r.wr_ext;
        end
      end else begin
        v.wr_ptr = r.wr_ptr - 1;
      end
    end
    if (m_axis_tnext && !s_empty) begin
      if (r.rd_ptr == 0) begin
        v.rd_ptr = KM-1;
        v.rd_page = ~r.rd_page;
        if (r.rd_page == 1'b0) begin
          v.rd_ext = ~r.rd_ext;
        end
      end else begin
        v.rd_ptr = r.rd_ptr - 1;
      end
    end
    if (r.wr_ext == r.rd_ext) begin
      v.bitcnt = s_rd_ptr - s_wr_ptr;
    end else begin
      v.bitcnt = 2*LCM + s_rd_ptr - s_wr_ptr;
    end
    if (~rst) begin
      v = RES_register;
    end
    rin = v;
    s_frame_error = v.frame_error;
  end : x_comb
  always_ff @(posedge clk) begin : x_seq
    r <= rin;
  end
  assign s_axis_tnext = s_axis_tvalid &&
                        !s_full &&
                        !s_frame_error;
  assign m_axis_tdata  = r.rshift[s_rd_ptr-:M];
  assign m_axis_tfirst = (r.rd_ptr == KM-1) ? r.rfirst[r.rd_page] : 1'b0;
  assign m_axis_tvalid = ~s_empty;
  assign bit_count = {{(15-W_S){1'b0}}, r.bitcnt[W_S:0]};
  assert property (@(posedge clk) disable iff (~rst) r.bitcnt <= 2*LCM) else $error("r.bitcnt should not exceed 2*LCM: %d %d", r.bitcnt, 2*LCM);
endmodule : axis_width_conv_generic
`default_nettype wire
==> /design/flow/run.sh <==
#!/bin/bash
# OpenROAD 26Q1-2900-gdf79404cd8, Yosys 0.63+post, stock flow scripts
make -C /OpenROAD-flow-scripts/flow DESIGN_CONFIG=/design/flow/config.mk WORK_HOME=/design/flow/orfs finish
==> /design/flow/config.mk <==
export PLATFORM = sky130hd
export DESIGN_NAME = axis_width_conv
export DESIGN_NICKNAME = axis_width_conv
export VERILOG_FILES = /design/flow/design.v
export SDC_FILE = /design/flow/constraint.sdc
export NUM_CORES = 4
export LEC_CHECK = 1
export CORE_UTILIZATION = 30
export SYNTH_HDL_FRONTEND = slang
==> /design/flow/constraint.sdc <==
current_design axis_width_conv

set clk_period 6.0
set clk_io_pct 0.2

create_clock -name clk0 -period $clk_period [get_ports {clk}]

set non_clock_inputs [all_inputs -no_clocks]
set_input_delay [expr $clk_period * $clk_io_pct] -clock clk0 $non_clock_inputs
set_output_delay [expr $clk_period * $clk_io_pct] -clock clk0 [all_outputs]
==> impl_metrics.yaml <==
# physical design summary
worst_hold_path:
  hold_path.class: "reg2reg"
  min_delay_worst_endpoint: "x_generic.u0.r[67]"
  worst_hold_startpoint: "x_generic.u0.r[67]"
  hold_path_depth: 2
die:
  placeableCoreArea_um2: 14600
  fp.dieW_um: 125
  site_rows: 44
  core_util_floorplan_pct: 31.0
  die_h_um: 125
  io_pins: 35
  fp.dieArea_um2: 15600
clock_tree:
  worst_skew_pair.late_latency_ns: 0.34
  cts_max_level: 3
  cts_inserted_buffers: 9
  cts_root_buffer: "sky130_fd_sc_hd__clkbuf_16"
  cts_max_path_buffers: 2
  numClockSinks: 67
  cts_setup_buffers: 0
  post_cts_hold_buffer_count: 0
  cts_tree: "yes"
  cts.repair.resized: 0
  cts.clk_slew.worst_paths_ns: 0.06
power:
  cellLeakagePower_uw: 0.00192
  ir_worst_vdd_mv: 0.132
  power.density_nw_per_um2: 238
logic_synthesis:
  syn-mean-instance-area_um2: 9.56
  netlist.top_cell.by_area: "sky130_fd_sc_hd__dfxtp_1"
  top_cell_area_share_pct: 29.5
  synth_warnings: 0
  ys_area_um2: 4540
  most_frequent_cells_after_synthesis: "sky130_fd_sc_hd__nand2_1 (68), sky130_fd_sc_hd__dfxtp_1 (67), sky130_fd_sc_hd__mux2i_1 (43), sky130_fd_sc_hd__nand3_1 (42), sky130_fd_sc_hd__a21boi_0 (30)"
  synth_dominant_cell_count: "sky130_fd_sc_hd__nand2_1"
  edff_count_synth: 0
  synth_flops: 67
  seq_area_frac_synth_pct: 29.5
  netlist_top_cells_area: "sky130_fd_sc_hd__dfxtp_1 (30%), sky130_fd_sc_hd__mux4_2 (14%), sky130_fd_sc_hd__mux2i_1 (9.5%), sky130_fd_sc_hd__nand2_1 (5.6%), sky130_fd_sc_hd__ha_1 (5.2%)"
  asyncSetResetFlopFracSynth_pct: 0
  synth_cell_type_count: 53
  synth_stat.cells: 475
  syn_inst: 475
  syn-cell-area_um2: 4540
  synth-main-ff-cell: "sky130_fd_sc_hd__dfxtp_1"
critical_path:
  crit_required_ns: 4.80
  reg2reg_setup_slack_ns: 2.48
  rr_endpoint: "x_generic.u0.bit_count[5]"
  reg2reg_depth: 12
  critPathMaxFanout: 18
  setup.worst_path.class: "reg2out"
  arrival_ns: 3.55
  timing.critical_path.to_type: "output port"
  reg2reg_from: "x_generic.u0.r[68]"
  crit_path_start_kind: "flop"
global_route:
  met2_usage_in_global_routing_pct: 22.9
  track_usage_pct: 15.0
  global_route.overflow_total: 0
  global_route.usage.met3_pct: 3.45
  first_global_vias: 3291
  grt_start_max_net_pins: 70
  wire_length_of_the_first_global_routing_pass_um: 18200
  grt_use_met1_pct: 22.0
  antenna_found_initial: 0
  peak_usage_layer_in_the_global_routing_report: "met2"
run_status:
  status: "finished clean"
detailed_routing:
  firstDrtPassIters: 10
  vias_per_cell: 5.20
  drt.antenna.violating_nets: 0
  drt_first_iter_violations: 280
  routed_wire_length_per_instance_um: 16.7
  drt-total-wl_um: 11200
  routed-via-count: 3481
  antenna_cells_inserted: 0
  route.detailed.drc: 0
layout:
  final.fill_count: 1448
  drive_gt1_share_pct: 13.6
  areaGrowthSynthToFinish_pct: 12.6
placement:
  gp_congestion: 0.957
  post-dp-hpwl_um: 7980
  preCtsSetupSlack_ns: 1.60
  port-buffer-count: 25
sta:
  top_achievable_clock_speed_mhz: 211
  grt_setup_unrepaired: "no"
  timing_worst_slew_pin_value_ns: 0.810
  total_negative_setup_slack_ns: 0
  skew_ns: 0.00855
  finalSetupViolations: 0
  period_needed_ns: 4.75
  worst_slew_margin_rel_pct: 44.4
  final_report_max_slew_violation_count: 0
  fin_ws_ns: 1.25
  number_of_hold_violations_in_the_final_report: 0
  worst_hold_slack_ns: 0.475
  period_used_pct: 79.2
job:
  tool_warnings: 36
  max_cap_viol_count: 0
## flip-flops by register name, indices dropped and copies added (netlist names)
register and count:
x_generic.u0.bit_count 7, x_generic.u0.r 60
## worst max-delay path by stage
stage,start,end,slack [ns],depth (start not counted)
final,x_generic.u0.r[68],m_axis_tdata[2],1.25,9
after CTS,x_generic.u0.r[68],m_axis_tdata[2],1.23,9
after global routing,x_generic.u0.r[68],m_axis_tdata[2],0.99,9
## layout make-up
class / count / area (um2) / share of cell area [%]
tap: 184 / 230 / 4.50
inverter: 14 / 52.6 / 1.03
multi-input combinational: 359 / 2920 / 57.1
clock inverter: 7 / 68.8 / 1.35
clock buffer: 9 / 225 / 4.40
timing repair buffer: 29 / 275 / 5.38
sequential: 67 / 1340 / 26.2
## cell families (layout without fill, tap and decap cells)
kind of cell	Yosys count	in the layout	share of synthesized area, %
buffers and inverters	57	59	6.83
AND/OR/NAND/NOR	171	171	19.1
adder cells (fa/ha/maj)	20	20	5.67
multiplexers	80	80	25.9
flip-flops	67	67	29.5
AND-OR/OR-AND	69	69	10.8
XOR/XNOR	10	10	2.09
other	1	9	0.0825
## routing by layer
| metal | part of all wire, % | vias up |
|---|---|---|
| met3 | 5.4 | 19 |
| met5 | 0 | - |
| met4 | 2.3 | 0 |
| li1 | - | 1689 |
| met1 | 47 | 1670 |
| met2 | 45 | 103 |
## critical path, cell delays in order (launching register included)
cell	delay [ns]
sky130_fd_sc_hd__dfxtp_2	0.64
sky130_fd_sc_hd__inv_1	0.22
sky130_fd_sc_hd__ha_1	0.26
sky130_fd_sc_hd__mux2_4	0.28
sky130_fd_sc_hd__mux2i_4	0.53
sky130_fd_sc_hd__mux2i_1	0.17
sky130_fd_sc_hd__mux2_2	0.29
sky130_fd_sc_hd__a32oi_1	0.14
sky130_fd_sc_hd__and4_1	0.21
sky130_fd_sc_hd__clkdlybuf4s50_1	0.47
## report_power, final
group | internal (uW) | total [uW] | switching (uW)
Sequential | 464 | 482 | 18.2
Clock | 320 | 527 | 208
Combinational | 101 | 209 | 108
Total | 885 | 1220 | 334
## through the flow
step / util [%] / instance area, um2 / cells / total power, uW
6_report: 34.9 / 5120 / 669 / 1220
5_1_grt: 34.9 / 5120 / 669 / 1270
4_1_cts: 34.9 / 5120 / 669 / 1230
3_5_place_dp: 32.9 / 4820 / 653 / 700
3_3_place_gp: 32.9 / 4820 / 653 / 698
2_1_floorplan: - / 4570 / 483 / 643
## layout by cell type, fill, tap and decap left out, types with 7 or more instances in the layout
cell type,synthesis,final
sky130_fd_sc_hd__a21boi_0,30,30
sky130_fd_sc_hd__clkbuf_16,0,9
sky130_fd_sc_hd__clkdlybuf4s50_1,0,24
sky130_fd_sc_hd__conb_1,1,9
sky130_fd_sc_hd__dfxtp_1,67,66
sky130_fd_sc_hd__ha_1,19,19
sky130_fd_sc_hd__inv_1,13,13
sky130_fd_sc_hd__mux2_2,7,7
sky130_fd_sc_hd__mux2i_1,43,43
sky130_fd_sc_hd__mux4_2,28,28
sky130_fd_sc_hd__nand2_1,68,68
sky130_fd_sc_hd__nand3_1,42,42
sky130_fd_sc_hd__nor2_1,10,10
sky130_fd_sc_hd__nor2b_1,20,20
sky130_fd_sc_hd__o21ai_0,7,7
sky130_fd_sc_hd__xnor2_1,7,7
Power and IR drop assume default switching activity.
